==> ./design.v <==
`timescale 1 ns / 1 ps
module data_collection(
        input wire          system_clk,
        input wire          reset,
        input wire [2:0]    tracking_mode,
        input wire [4:0]    input_data_length,
        input wire          rx_complete,
        input wire [1:0]    rx_error_bit,
        input wire [7:0]    rx_data,
        output wire [1:0]   collection_error_bit,
        input wire          bram_write_idle,
        output wire         bram_write_run,
        output wire         bram_mode,
        output wire [9:0]   bram_addr,
        output wire [31:0]  bram_data
    );
    localparam  SAVE_IDLE       = 0,
                DATA_HEADER     = 1,
                SAVE_DATA       = 2,
                CHECK_CRC       = 3,
                DATA_SPLIT      = 4,
                BRAM_DATA_SAVE  = 5,
                RX_READ_END     = 6;
    localparam  SAVE_DATA_SUCCESS		= 0,
                HEADER_MISMATCH			= 1,
				UNKNOWN_TRACKING_MODE	= 2,
                CHECKSUM_ERROR			= 3;
    localparam  TRACKING_MODE_NONE      = 0,
                TRACKING_MODE_MCC       = 1,
                TRACKING_MODE_RADAR     = 2,
                TRACKING_MODE_MCR       = 3,
                TRACKING_MODE_PROGRAM   = 4;
    localparam  BRAM_ADDR_MCC_AZ            = 4,
                BRAM_ADDR_MCC_EL            = 5,
                BRAM_ADDR_MCC_RANGE         = 6,
                BRAM_ADDR_RADAR_NORTH       = 7,
                BRAM_ADDR_RADAR_EAST        = 8,
                BRAM_ADDR_RADAR_UP          = 9,
                BRAM_ADDR_MCR_AZ            = 10,
                BRAM_ADDR_MCR_EL            = 11,
                BRAM_ADDR_PRE_PROGRAM_AZ    = 12,
                BRAM_ADDR_PRE_PROGRAM_EL    = 13,
                BRAM_ADDR_POSITION_AZ       = 14,
                BRAM_ADDR_POSITION_EL       = 15;
    reg [7:0] received_data;
    reg [7:0] rx_data_buffer[27:0];
    reg [2:0] save_state = SAVE_IDLE;
    reg [1:0] data_collection_error_bit = SAVE_DATA_SUCCESS;
    reg [31:0] split_data_1;
    reg [31:0] split_data_2;
    reg [31:0] split_data_3;
    reg tracking_flag;
    reg [4:0] save_data_count;
    always @(posedge system_clk) begin
        if(reset == 1'b0) begin
            save_data_count <= 0;
            save_state <= SAVE_IDLE;
            tracking_flag <= 0;
        end else begin
            case(save_state)
                SAVE_IDLE: begin
                    if(rx_complete == 1'b1)begin
                        received_data <=  rx_data;
                        if(save_data_count <= 1) begin
							tracking_flag <= 0;
                            save_state <= DATA_HEADER;
                        end else begin
                            save_state <= SAVE_DATA;
                        end                        
                    end else begin
                        save_state <= SAVE_IDLE;
                    end
                end
                DATA_HEADER: begin
					if(tracking_mode == TRACKING_MODE_MCC) begin
					   if(received_data == 8'h16) begin
                            rx_data_buffer[save_data_count] <= received_data;
                            save_data_count <= save_data_count + 1'b1;
                        end else begin
                            save_data_count <= 0;
                            data_collection_error_bit <= HEADER_MISMATCH;
                        end
					end else if(tracking_mode == TRACKING_MODE_RADAR) begin
					   if(save_data_count == 0) begin
					       if(received_data == 8'h55) begin
                                rx_data_buffer[save_data_count] <= received_data;
                                save_data_count <= save_data_count + 1'b1;
                            end else begin
                                save_data_count <= 0;
                                data_collection_error_bit <= HEADER_MISMATCH;
                            end
					   end else if(save_data_count == 1) begin
					       if(received_data == 8'hAA) begin
                                rx_data_buffer[save_data_count] <= received_data;
                                save_data_count <= save_data_count + 1'b1;
                            end else begin
                                save_data_count <= 0;
                                data_collection_error_bit <= HEADER_MISMATCH;
                            end
					   end else begin
					       save_data_count <= 0;
					       data_collection_error_bit <= HEADER_MISMATCH;
					   end
                    end else if(tracking_mode == TRACKING_MODE_MCR) begin
                    end else if(tracking_mode == TRACKING_MODE_PROGRAM) begin
                    end else if(tracking_mode == TRACKING_MODE_NONE) begin
					end else begin
					   data_collection_error_bit <= UNKNOWN_TRACKING_MODE;
					end
                    save_state <= RX_READ_END;                
                end
                SAVE_DATA: begin
                    rx_data_buffer[save_data_count] <= received_data;
                    if(save_data_count == input_data_length-1) begin
                        save_data_count <= 0;
                        save_state <= CHECK_CRC;
                    end else begin
                        save_data_count <= save_data_count + 1'b1;
                        save_state <= RX_READ_END;
                    end
                end
                CHECK_CRC: begin
                    save_state <= DATA_SPLIT;
                end
                DATA_SPLIT: begin
                    if(tracking_mode == TRACKING_MODE_MCC) begin
                        split_data_1[2:0]   <= rx_data_buffer[8][7:5];
                        split_data_1[10:3]  <= rx_data_buffer[7];
                        split_data_1[18:11] <= rx_data_buffer[6];
                        if(rx_data_buffer[6][7:7] == 1)begin
                            split_data_1[31:19] <= 13'b0;
                        end else begin
                            split_data_1[31:19] <= 13'b0;
                        end
                        split_data_2[5:0]   <= rx_data_buffer[10][7:2];
                        split_data_2[13:6]  <= rx_data_buffer[9];
                        split_data_2[18:14] <= rx_data_buffer[8][4:0];                        
                        if(rx_data_buffer[8][4:4] == 1)begin
                            split_data_2[31:19] <= 13'b0;
                        end else begin
                            split_data_2[31:19] <= 13'b0;
                        end
                        split_data_3[7:0]   <= rx_data_buffer[13];
                        split_data_3[15:8]  <= rx_data_buffer[12];
                        split_data_3[23:16] <= rx_data_buffer[11];
                        split_data_3[25:24] <= rx_data_buffer[10][1:0];
                        if(rx_data_buffer[10][1:1] == 1)begin
                            split_data_3[31:26] <= 6'b0;
                        end else begin
                            split_data_3[31:26] <= 6'b0;
                        end
                        tracking_flag <= rx_data_buffer[14][7:7];
                    end else if(tracking_mode == TRACKING_MODE_RADAR) begin
                    end else if(tracking_mode == TRACKING_MODE_MCR) begin
                    end else if(tracking_mode == TRACKING_MODE_PROGRAM) begin
                    end else if(tracking_mode == TRACKING_MODE_NONE) begin
                    end
                    save_state <= BRAM_DATA_SAVE;
                end
                BRAM_DATA_SAVE: begin
                    save_state <= SAVE_IDLE;
                    data_collection_error_bit <= SAVE_DATA_SUCCESS;
                end
                RX_READ_END: begin
                    if(rx_complete == 1'b0) begin
                        save_state <= SAVE_IDLE;
                    end else begin
                        save_state <= RX_READ_END;
                    end                    
                end
            endcase
        end
    end
    assign collection_error_bit = data_collection_error_bit;
    localparam  BRAM_SAVE_IDLE      = 0,
                BRAM_WRITE_START    = 1,
                BRAM_WRITE_DATA1    = 2,
                BRAM_WRITE_DATA2    = 3,
                BRAM_WRITE_DATA3    = 4,
                BRAM_WRITE_DONE     = 5;
    reg [2:0] bram_write_state      = BRAM_SAVE_IDLE;
    reg bram_write_run_enable       = 1'h0;
    reg [1:0] bram_write_data_count = 2'h0;
    reg [31:0] reg_bram_data        = 32'h0;
    reg [9:0] reg_bram_addr         = 9'h0;
    reg [2:0] bram_write_done_count = 3'h0;
    reg reg_bram_mode               = 1'b0;
    always @(posedge system_clk) begin
        if(reset == 1'b0) begin
            bram_write_state = BRAM_SAVE_IDLE;            
			bram_write_data_count <= 2'h0;
			bram_write_done_count <= 3'h0;
			bram_write_run_enable <= 1'b0;
            reg_bram_mode <= 1'b0;
        end else begin
            case(bram_write_state)
                BRAM_SAVE_IDLE: begin
                    if(save_state == BRAM_DATA_SAVE)begin
                        bram_write_state <= BRAM_WRITE_START;
                        bram_write_data_count <= 2'h0;
                        bram_write_done_count <= 3'h0;
                        reg_bram_mode <= 1'b1;
                    end else begin
                        reg_bram_mode <= 1'b0;
                    end
                end
                BRAM_WRITE_START: begin
                    bram_write_run_enable = 1'b1;
                    if(bram_write_data_count == 2'd0) begin
                        bram_write_state <= BRAM_WRITE_DATA1;
                    end else if(bram_write_data_count == 2'd1) begin
                        bram_write_state <= BRAM_WRITE_DATA2;
                    end else if(bram_write_data_count == 2'd2) begin
                        bram_write_state <= BRAM_WRITE_DATA3;
                    end else begin
                        bram_write_state <= BRAM_SAVE_IDLE;
                    end
                    bram_write_data_count <= bram_write_data_count + 2'b1;
                end                
                BRAM_WRITE_DATA1: begin
                    bram_write_run_enable = 1'b0;
                    reg_bram_data <= split_data_1;
                    bram_write_state <= BRAM_WRITE_DONE;
                    if(tracking_mode == TRACKING_MODE_MCC) begin
                        reg_bram_addr <= BRAM_ADDR_MCC_AZ;
                    end else if(tracking_mode == TRACKING_MODE_RADAR) begin
                        reg_bram_addr <= BRAM_ADDR_RADAR_NORTH;
                    end else if(tracking_mode == TRACKING_MODE_MCR) begin
                        reg_bram_addr <= BRAM_ADDR_MCR_AZ;
                    end else if(tracking_mode == TRACKING_MODE_PROGRAM) begin
                        reg_bram_addr <= BRAM_ADDR_PRE_PROGRAM_AZ;
                    end else if(tracking_mode == TRACKING_MODE_NONE) begin
                        reg_bram_addr <= BRAM_ADDR_POSITION_AZ;
                    end else begin
                        bram_write_state <= BRAM_SAVE_IDLE;
                    end
                end
                BRAM_WRITE_DATA2: begin
                    bram_write_run_enable = 1'b0;
                    reg_bram_data <= split_data_2;
                    bram_write_state <= BRAM_WRITE_DONE;
                    if(tracking_mode == TRACKING_MODE_MCC) begin
                        reg_bram_addr <= BRAM_ADDR_MCC_EL;
                    end else if(tracking_mode == TRACKING_MODE_RADAR) begin
                        reg_bram_addr <= BRAM_ADDR_RADAR_EAST;
                    end else if(tracking_mode == TRACKING_MODE_MCR) begin
                        reg_bram_addr <= BRAM_ADDR_MCR_EL;
                    end else if(tracking_mode == TRACKING_MODE_PROGRAM) begin
                        reg_bram_addr <= BRAM_ADDR_PRE_PROGRAM_EL;
                    end else if(tracking_mode == TRACKING_MODE_NONE) begin      
                        reg_bram_addr <= BRAM_ADDR_POSITION_EL;              
                    end else begin
                        bram_write_state <= BRAM_SAVE_IDLE;
                    end
                end
                BRAM_WRITE_DATA3: begin
                    bram_write_run_enable = 1'b0;
                    reg_bram_data <= split_data_3;
                    bram_write_state <= BRAM_WRITE_DONE;
                    if(tracking_mode == TRACKING_MODE_MCC) begin
                        reg_bram_addr <= BRAM_ADDR_MCC_RANGE;
                    end else if(tracking_mode == TRACKING_MODE_RADAR) begin
                        reg_bram_addr <= BRAM_ADDR_RADAR_UP;                   
                    end else begin
                        bram_write_state <= BRAM_SAVE_IDLE;
                    end
                end
                BRAM_WRITE_DONE: begin
                    if(bram_write_idle == 1'b1) begin
                        if(bram_write_data_count == 3'd2) begin
                            if(tracking_mode == TRACKING_MODE_MCC || tracking_mode == TRACKING_MODE_RADAR) begin
                                bram_write_state <= BRAM_WRITE_START;
                            end else begin
                                bram_write_state <= BRAM_SAVE_IDLE;
                            end
                        end else if(bram_write_data_count == 3'd3) begin
                            bram_write_state <= BRAM_SAVE_IDLE;
                        end else begin
                            bram_write_state <= BRAM_WRITE_START;
                        end
                    end else begin
                        if(bram_write_done_count == 3'd7) begin 
                            bram_write_state <= BRAM_SAVE_IDLE;
                            bram_write_done_count <= 0;
                        end else begin
                            bram_write_state <= BRAM_WRITE_DONE;
                            bram_write_done_count <= bram_write_done_count + 1'b1;
                        end
                    end
                end
            endcase
        end
    end
    assign bram_write_run   = bram_write_run_enable;
    assign bram_data        = reg_bram_data;
    assign bram_addr        = reg_bram_addr;
    assign bram_mode        = reg_bram_mode;
endmodule
==> ./run.sh <==
#!/bin/bash
# OpenROAD 26Q1-2900-gdf79404cd8, Yosys 0.63+post, stock flow scripts
make -C /OpenROAD-flow-scripts/flow DESIGN_CONFIG=/design/flow/config.mk WORK_HOME=/design/flow/orfs finish
==> ./config.mk <==
export PLATFORM = sky130hd
export DESIGN_NAME = data_collection
export DESIGN_NICKNAME = data_collection
export VERILOG_FILES = /design/flow/design.v
export SDC_FILE = /design/flow/constraint.sdc
export NUM_CORES = 4
export LEC_CHECK = 1
export CORE_UTILIZATION = 50
==> ./constraint.sdc <==
current_design data_collection

set clk_period 6.4
set clk_io_pct 0.2

create_clock -name clk0 -period $clk_period [get_ports {system_clk}]

set non_clock_inputs [all_inputs -no_clocks]
set_input_delay [expr $clk_period * $clk_io_pct] -clock clk0 $non_clock_inputs
set_output_delay [expr $clk_period * $clk_io_pct] -clock clk0 [all_outputs]
==> flow_results.org <==
#+TITLE: Implementation results

** Place
- Post-placement cell area :: between 0.007 and 0.008 mm²
- The placement report lists the number of port buffers as ~53.
- After its last routability iteration, the placer logged a weighted congestion of approximately 0.76.
- HPWL after detailed placement :: 7.542 mm

** Clock tree
- TritonCTS built the clock tree.
- Clock H-tree levels :: 4
- Register clock-pin slew on the reported worst setup and hold paths :: 60 ps
- The clock reaches the later pin of the worst-skew pair after between 400 and 500 ps.
- The post-CTS hold buffer count recorded in the log is 0.
- The clock passes through at most 2 buffers.
- Post-CTS repair changed the size of 0 cells.
- Clock Sink Count :: 186
- Root buf cell :: sky130_fd_sc_hd__clkbuf_16
- In this run the post-CTS setup repair buffer count came out at 0.
- Inserted Clock Buffers :: 17

** Floorplan
- Chip width :: 122.2 µm
- Core Util at FP :: 0.5160
- The floorplan report gives the top-level pin count as 68.
- Chip area :: about 0.015 mm²
- Die Height :: around 120 µm
- The floorplan has about 43 rows.
- Floorplan Core Area :: roughly 0.014 mm²

** Power
- Per the power-grid run, VDD falls by no more than 0.0002653 V.
- The flow reported a cell area power density of around 320 mW/mm².
- For this design the static power due to leakage is about 0.0028 µW.
- Power after layout :: around 2800 µW

** Timing
- Setup repair after global routing left no endpoint under its margin.
- Maximum clock skew at final layout :: around 7.3 ps
- Crit share post-route :: 0.5554
- Actual slew at the worst max-slew pin :: between 800 and 900 ps
- Subtracting the final worst setup slack from the clock period gives about 3600 ps.
- Measured against its own limit, the worst slew margin works out to 0.4630.
- Hold-check failures listed in the final report amount to 0.
- The highest clock rate this design can be run at is 281.3 MHz.
- Final setup vio count :: 0
- For reference, the final report shows the max-slew violation count at 0.
- Sum of negative setup slack :: 0 ps

** Critical path
- Data arrival time of the critical path :: 3600 ps
- Kind of launch point of the worst setup path :: input port
- For reference, the most critical setup path is categorized as in -> reg.
- The startpoint identified for the worst register-to-register timing path is received_data[1].
- Critical path fanouts, max :: 11
- Count of cells along the worst register-to-register path :: 5
- Crit path capture type :: flip-flop
- Data on the critical path is required at its endpoint by approximately 6500 ps.
- STA lists the endpoint of the worst register-to-register path as rx_data_buffer[6][7].
- Register-to-register setup slack :: about 3200 ps

** Route
- Initial DRT Pass Iterations :: 4
- Final antenna-violating net count :: 0
- Number of antenna cells inserted :: 0
- The DRC violation total left in the routed layout is recorded as 0.
- Dividing the detail-routed wire length by the instance count gives between 15 and 20 µm.
- The routed design shows a via density per instance of 5.247.
- Per the log, the first TritonRoute iteration ended with a DRC count of about 370.
- The detailed router placed slightly below 4,000 vias in this run.
- Routed Wire Length :: about 13 mm

** GRT
- GR Util All Layers :: 0.1938
- Number of antenna violations at the first check in global routing :: 0
- The total overflow left after global routing is 0.
- Wire length of the first global-routing pass :: about 19 mm
- Vias in the first global route :: approximately 3,600
- Largest net degree at the start of global routing :: 65

** Synth
- In the synthesized netlist the async set-or-reset flop fraction comes to 0.
- Number of warning messages in the yosys log :: 1
- Register bit count reported by yosys :: between 150 and 200
- Cell area after synthesis :: between 0.007 and 0.008 mm²
- Top_reg_cell synth :: sky130_fd_sc_hd__edfxtp_1
- Portion of the post-synthesis area used by sequential elements :: 0.7488
- EDFF count, synth :: about 170
- After synthesis, the netlist uses 54 different library cells.
- Number of cells in Yosys stat :: around 490
- Synthesis produced a netlist whose cell count is slightly below 500.
- Post-synthesis, Yosys gives the total cell area as 0.007218 mm².
- Each instance of the synthesized netlist takes up on average roughly 15 µm².

** Hold path
- The worst hold path terminates at split_data_2[3].
- Hold path start :: rx_data_buffer[10][5]
- According to the hold report, the worst path is of the reg -> reg type.
- Number of instances on the worst hold path :: 0

** Job
- Number of logged tool warnings :: 34
- Max-capacitance violation count :: 0

** Status
- The run finished with clean final reports.

** Final layout
- Compared with the post-synthesis result, the final layout area differs by 18.06%.
- In the final layout, the multi-input gates occupy 0.001645 mm².
- Registers take about 0.0054 mm².
- After filler insertion, the fill cell instance count of the layout stands at roughly 1,000.
- Proportion of layout cells with a drive suffix above 1 :: 0.08214
- Final std cell area, no fill :: about 0.0085 mm²
[worst max-delay path: stages]
cell                              delay [ps]
sky130_fd_sc_hd__clkdlybuf4s50_1         590
sky130_fd_sc_hd__nor4b_1                 430
sky130_fd_sc_hd__nand2_1                 130
sky130_fd_sc_hd__a211o_1                 310
sky130_fd_sc_hd__o21a_4                  150
sky130_fd_sc_hd__nor4b_4                 700
[cell usage in the layout, fill, tap and decap left out, types with 3 or more instances in the layout]
cell	instances
sky130_fd_sc_hd__edfxtp_1	168
sky130_fd_sc_hd__o211ai_1	3
sky130_fd_sc_hd__buf_4	9
sky130_fd_sc_hd__inv_6	3
sky130_fd_sc_hd__clkinv_2	3
sky130_fd_sc_hd__or4_1	3
sky130_fd_sc_hd__bufinv_16	3
sky130_fd_sc_hd__o21ai_0	13
sky130_fd_sc_hd__nand2_1	54
sky130_fd_sc_hd__xor2_1	5
sky130_fd_sc_hd__nor3_1	15
sky130_fd_sc_hd__nor2b_1	10
sky130_fd_sc_hd__nand3_1	8
sky130_fd_sc_hd__ha_1	12
sky130_fd_sc_hd__a21oi_1	14
sky130_fd_sc_hd__and3_1	3
sky130_fd_sc_hd__nand3b_1	3
sky130_fd_sc_hd__dfxtp_1	18
sky130_fd_sc_hd__clkinvlp_4	4
sky130_fd_sc_hd__nor2_1	15
sky130_fd_sc_hd__conb_1	12
sky130_fd_sc_hd__nor4_1	3
sky130_fd_sc_hd__inv_1	13
sky130_fd_sc_hd__xnor2_1	5
sky130_fd_sc_hd__nor3b_1	5
sky130_fd_sc_hd__a31oi_1	5
sky130_fd_sc_hd__a21boi_0	6
sky130_fd_sc_hd__clkbuf_16	17
sky130_fd_sc_hd__clkdlybuf4s50_1	53
sky130_fd_sc_hd__a22oi_1	20
sky130_fd_sc_hd__and2_1	13
sky130_fd_sc_hd__nand2b_1	9
[state kept, by name, indices dropped and copies added (netlist names), 3 cells and up]
signal / cells
bram_write_done_count: 3
bram_write_state: 3
received_data: 8
reg_bram_addr: 4
reg_bram_data: 26
rx_data_buffer: 64
save_data_count: 5
save_state: 3
split_data_1: 19
split_data_2: 19
split_data_3: 26
[cells by family (layout without fill, tap and decap cells)]
logic type	count (synthesis)	in the layout	share of synthesized area
buffers and inverters	45	107	0.02981
and+or+nand+nor	153	153	0.1113
xor gates and xnor gates	10	10	0.01213
other	1	12	0.0005195
adders and majority gates	12	12	0.02080
muxes	3	3	0.004334
AOI/OAI and AO/OA	77	77	0.07228
DFF	186	186	0.7488
[synthesized netlist by cell type, types with 2 or more instances]
| master | n | area (µm²) |
|---|---|---|
| sky130_fd_sc_hd__a21oi_1 | 14 | 70.07 |
| sky130_fd_sc_hd__o21a_1 | 2 | 15.01 |
| sky130_fd_sc_hd__nor2b_1 | 10 | 62.56 |
| sky130_fd_sc_hd__xor2_1 | 5 | 43.79 |
| sky130_fd_sc_hd__o211ai_1 | 3 | 22.52 |
| sky130_fd_sc_hd__edfxtp_1 | 168 | 5045 |
| sky130_fd_sc_hd__nand3_1 | 8 | 40.04 |
| sky130_fd_sc_hd__and3_1 | 3 | 18.77 |
| sky130_fd_sc_hd__nor2_1 | 15 | 56.30 |
| sky130_fd_sc_hd__clkbuf_1 | 18 | 67.56 |
| sky130_fd_sc_hd__nand3b_1 | 3 | 22.52 |
| sky130_fd_sc_hd__buf_4 | 12 | 90.09 |
| sky130_fd_sc_hd__a31oi_1 | 5 | 31.28 |
| sky130_fd_sc_hd__ha_1 | 12 | 150.1 |
| sky130_fd_sc_hd__o31ai_1 | 2 | 15.01 |
| sky130_fd_sc_hd__nor4_1 | 3 | 18.77 |
| sky130_fd_sc_hd__and2_1 | 13 | 81.33 |
| sky130_fd_sc_hd__nand4b_1 | 2 | 17.52 |
| sky130_fd_sc_hd__or4_1 | 3 | 22.52 |
| sky130_fd_sc_hd__dfxtp_1 | 18 | 360.4 |
| sky130_fd_sc_hd__mux2i_1 | 2 | 20.02 |
| sky130_fd_sc_hd__o21ai_0 | 13 | 65.06 |
| sky130_fd_sc_hd__nor3_1 | 16 | 80.08 |
| sky130_fd_sc_hd__or3_1 | 2 | 12.51 |
| sky130_fd_sc_hd__nor3b_1 | 5 | 37.54 |
| sky130_fd_sc_hd__xnor2_1 | 5 | 43.79 |
| sky130_fd_sc_hd__inv_1 | 13 | 48.80 |
| sky130_fd_sc_hd__a22oi_1 | 20 | 150.1 |
| sky130_fd_sc_hd__nand2_1 | 54 | 202.7 |
| sky130_fd_sc_hd__nand2b_1 | 9 | 56.30 |
| sky130_fd_sc_hd__a21boi_0 | 6 | 45.04 |
[metal layers]
metal	track usage	wire (µm)	share of wire
met3	0.1097	1391	0.11
met4	0.02134	143	0.011
met1	0.3018	5363	0.43
met5	0	0	0
met2	0.2726	5673	0.45
[worst max path at each step]
stage     slack, ps                    to  cells after the start             start
4_1_cts        2890  rx_data_buffer[6][7]                      6  tracking_mode[2]
5_1_grt        2710  rx_data_buffer[6][7]                      6  tracking_mode[2]
6_report       2850  rx_data_buffer[6][7]                      6  tracking_mode[2]
[metrics by stage]
stage | instances | hold slack (ps) | util | setup slack, ps
finish | 740 | 414.5 | 0.6092 | 2845
global route | 740 | 420.4 | 0.6092 | 2706
floorplan | 498 | 400.3 | - | 2649
global placement | 708 | 400.4 | 0.5664 | 2480
CTS | 740 | 415.9 | 0.6092 | 2885
detailed placement | 708 | 404.5 | 0.5664 | 2453
[cell type report]
class                   count  area share
inverters                  13    0.005726
multi-input cells         267      0.1931
clock buffers              18     0.05036
clock inverters            14     0.01997
well taps                 180     0.02643
repair buffers             62     0.07018
flip-flops and latches    186      0.6343
[power by group]
group          leakage, µW  switching [µW]  total, µW  internal (µW)
clock network     0.000283             435       1050            616
logic             0.000903             128        237            109
registers          0.00166            82.4       1460           1380
Power figures rest on the tool's default switching activity, not on a simulated workload.
